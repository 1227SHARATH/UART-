$ cat ./design.v
`timescale 1 ns / 1 ps
module uart (
   reset          ,
   txclk          ,
   ld_tx_data     ,
   tx_data        ,
   tx_enable      ,
   tx_out         ,
   tx_empty       ,
   rxclk          ,
   uld_rx_data    ,
   rx_data        ,
   rx_enable      ,
   rx_in          ,
   rx_empty
   );
   input        reset          ;
   input        txclk          ;
   input        ld_tx_data     ;
   input  [7:0] tx_data        ;
   input        tx_enable      ;
   output       tx_out         ;
   output       tx_empty       ;
   input        rxclk          ;
   input        uld_rx_data    ;
   output [7:0] rx_data        ;
   input        rx_enable      ;
   input        rx_in          ;
   output       rx_empty       ;
   reg [7:0]    tx_reg         ;
   reg          tx_empty       ;
   reg          tx_over_run    ;
   reg [3:0]    tx_cnt         ;
   reg          tx_out         ;
   reg [7:0]    rx_reg         ;
   reg [7:0]    rx_data        ;
   reg [3:0]    rx_sample_cnt  ;
   reg [3:0]    rx_cnt         ;  
   reg          rx_frame_err   ;
   reg          rx_over_run    ;
   reg          rx_empty       ;
   reg          rx_d1          ;
   reg          rx_d2          ;
   reg          rx_busy        ;
   always @ (posedge rxclk or posedge reset)
   if (reset) begin
     rx_reg        <= 0; 
     rx_data       <= 0;
     rx_sample_cnt <= 0;
     rx_cnt        <= 0;
     rx_frame_err  <= 0;
     rx_over_run   <= 0;
     rx_empty      <= 1;
     rx_d1         <= 1;
     rx_d2         <= 1;
     rx_busy       <= 0;
   end else begin
     rx_d1 <= rx_in;
     rx_d2 <= rx_d1;
     if (uld_rx_data) begin
       rx_data  <= rx_reg;
       rx_empty <= 1;
     end
     if (rx_enable) begin
       if ( ! rx_busy &&  ! rx_d2) begin
         rx_busy       <= 1;
         rx_sample_cnt <= 1;
         rx_cnt        <= 0;
       end
       if (rx_busy) begin
          rx_sample_cnt <= rx_sample_cnt + 1;
          if (rx_sample_cnt == 7) begin
             if ((rx_d2 == 1) && (rx_cnt == 0)) begin
               rx_busy <= 0;
             end else begin
               rx_cnt <= rx_cnt + 1; 
               if (rx_cnt > 0 && rx_cnt < 9) begin
                 rx_reg[rx_cnt - 1] <= rx_d2;
               end
               if (rx_cnt == 9) begin
                  rx_busy <= 0;
                 if (rx_d2 == 0) begin
                   rx_frame_err <= 1;
                 end else begin
                   rx_empty     <= 0;
                   rx_frame_err <= 0;
                   rx_over_run  <= (rx_empty) ? 0 : 1;
                 end
              end
            end
         end 
      end 
    end
    if ( ! rx_enable) begin
      rx_busy <= 0;
    end
  end  
  always @ (posedge txclk or posedge reset)
  if (reset) begin
    tx_reg        <= 0;
    tx_empty      <= 1;
    tx_over_run   <= 0;
    tx_out        <= 1;
    tx_cnt        <= 0;
  end else begin
     if (ld_tx_data) begin
        if ( ! tx_empty) begin
          tx_over_run <= 0;
        end else begin
          tx_reg   <= tx_data;
          tx_empty <= 0;
        end
     end
     if (tx_enable &&  ! tx_empty) begin
       tx_cnt <= tx_cnt + 1;
       if (tx_cnt == 0) begin
         tx_out <= 0;
       end
       if (tx_cnt > 0 && tx_cnt < 9) begin
          tx_out <= tx_reg[tx_cnt -1];
       end
       if (tx_cnt == 9) begin
         tx_out <= 1;
         tx_cnt <= 0;
         tx_empty <= 1;
       end
     end
     if ( ! tx_enable) begin
       tx_cnt <= 0;
     end
  end
  endmodule
$ cat ./run.sh
#!/bin/bash
# OpenROAD 26Q1-2900-gdf79404cd8, Yosys 0.63+post, stock flow scripts
make -C /OpenROAD-flow-scripts/flow DESIGN_CONFIG=/design/flow/config.mk WORK_HOME=/design/flow/orfs finish
$ cat ./config.mk
export PLATFORM = sky130hd
export DESIGN_NAME = uart
export DESIGN_NICKNAME = uart
export VERILOG_FILES = /design/flow/design.v
export SDC_FILE = /design/flow/constraint.sdc
export NUM_CORES = 4
export LEC_CHECK = 1
export CORE_UTILIZATION = 50
$ cat ./constraint.sdc
current_design uart

set clk_period 2.1
set clk_io_pct 0.2

create_clock -name clk0 -period $clk_period [get_ports {rxclk}]
create_clock -name clk1 -period $clk_period [get_ports {txclk}]

set non_clock_inputs [all_inputs -no_clocks]
set_input_delay [expr $clk_period * $clk_io_pct] -clock clk0 $non_clock_inputs
set_output_delay [expr $clk_period * $clk_io_pct] -clock clk0 [all_outputs]
==> qor.log <==
qor: die.core 4720 µm²
qor: synth.edf_count 0
qor: synth.postSynthSeqShare 43.3%
qor: sta.slew_headroom 57.0%
qor: sta.report.final.slew_viol_count 0
qor: synth.ys_warn_count 1
qor: global_routing.via_count_of_the_first_global_routing_pass 1,927
qor: clock_network.clock_tree_from_tritoncts done
qor: outcome.status complete, but fails checks
qor: sta.report.final.setup_viol 8
qor: synth.ys_async_sr_fraction 100%
qor: drt.routed-via-count 1,913
qor: finish.layout_cells_sized_above_1 35.1%
qor: sta.rsz0062_at_grt yes
qor: global_routing.pin_count_of_the_biggest_net_entering_global_routing 43
qor: power.cellPowerDensity 871 nW/µm²
qor: power.vdd.ir_drop.worst 671 µV
qor: die.die_y 71.9 µm
qor: drt.detail-route-antenna-nets 0
qor: clock_network.cts.reportedPaths.clkPinSlew 90 ps
qor: global_routing.grt_util_all_layers 21.4%
qor: synth.area_figure_in_the_yosys_stat_output 2440 µm²
qor: sta.setup_total_negative_slack -6520 ps
qor: synth.mean_area_per_synthesized_cell 10.7 µm²
qor: sta.final.setup.worst_slack -1470 ps
qor: synth.dominant_register_cell sky130_fd_sc_hd__dfrtp_1
qor: drt.drt-pass1-iter-count 4
qor: die.die_w 71.9 µm
qor: sta.fin_skew 4.71 ps
qor: finish.stdcell_area 3290 µm²
qor: placed_design.placedInstanceArea 2920 µm²
qor: worst_setup_path.critical_path_required 2260 ps
qor: sta.timing_worst_slew_pin_value 644 ps
qor: global_routing.number_of_antenna_violations_at_the_first_check_in_global_routing 0
qor: finish.n_fill_cell 310
qor: job.max-cap-violations 0
qor: synth.synth.cell_area 2440 µm²
qor: drt.routed_via_density 5.48
qor: drt.drt-wirelength-per-cell 14.4 µm
qor: drt.wl 5020 µm
qor: die.ioPinCount 27
qor: synth.number_of_cells_in_yosys_stat 229
qor: placed_design.placed_cells_incl_taps 332
qor: worst_setup_path.worst_setup_path_start_kind flip-flop
qor: worst_setup_path.timing.critical_path.to_type flip-flop
qor: drt.drtIter0Drc 84
qor: placed_design.detailedPlacementHpwl 3440 µm
qor: die.rows 25
qor: outcome.failed_checks negative setup slack
qor: clock_network.clock-sinks 42
qor: drt.drc_errors 0
qor: worst_setup_path.timing.critical_path.arrival 3730 ps
qor: synth.synth.lib_cells_used.distinct 51
qor: synth.synthCells 229
qor: worst_setup_path.worstSetupPathType reg -> reg
qor: synth.flop_and_latch_count_out_of_synthesis 42
qor: global_routing.grt-ovfl-total 0
qor: finish.cell_count_final_fillers_out 349
qor: sta.report.final.hold_viol_count 0
qor: worst_hold_path.min_path_type reg -> reg
qor: placed_design.finalWeightedCongestion 0.812
qor: finish.area_growth 34.8%
qor: die.die_area 5160 µm²
qor: power.leakage 0.00142 µW
qor: global_routing.grt_pass1_wl 8600 µm
qor: drt.antenna_cell_count 0
qor: job.openroad.warnings 36
qor: die.core_util_floorplan 51.7%
qor: placed_design.placement.io_buffers 25
qor: worst_setup_path.cp_max_fo 14
-- where the power goes --
| group | internal (µW) | leakage [µW] | switching [µW] |
|---|---|---|---|
| Clock | 421 | 0.0000645 | 256 |
| Combinational | 651 | 0.000805 | 608 |
| Sequential | 874 | 0.000553 | 54.5 |
| Total | 1950 | 0.00142 | 919 |
-- layer usage --
layer	global-route usage, %	routed length [µm]
met1	36.2	2520
met4	2.83	23
met2	32.7	2380
met3	1.85	88
met5	0	0
-- layout make-up --
cell class / instances / area, µm² / area share, %
multi-input cells: 162 / 1470 / 44.5
repair buffers: 58 / 509 / 15.5
flip-flops and latches: 42 / 1060 / 32.1
inverters: 12 / 47.5 / 1.45
well taps: 67 / 83.8 / 2.55
clock inverters: 1 / 30.0 / 0.913
clock buffers: 7 / 96.3 / 2.93
-- worst max-delay path, cell delays in order (launching register included) --
cell	delay [ps]
sky130_fd_sc_hd__dfrtp_1	420
sky130_fd_sc_hd__buf_4	220
sky130_fd_sc_hd__o21ai_1	190
sky130_fd_sc_hd__a21oi_2	90
sky130_fd_sc_hd__o21ai_2	210
sky130_fd_sc_hd__ha_4	240
sky130_fd_sc_hd__or4_1	490
sky130_fd_sc_hd__or4_1	420
sky130_fd_sc_hd__or3_1	340
sky130_fd_sc_hd__or4_4	540
sky130_fd_sc_hd__mux2_4	300
-- cells in the final DEF, fill, tap and decap left out, types with 4 or more instances in the layout --
cell and count:
sky130_fd_sc_hd__dfstp_2 5, sky130_fd_sc_hd__o21ai_0 9, sky130_fd_sc_hd__nand2_1 16, sky130_fd_sc_hd__buf_4 30, sky130_fd_sc_hd__dfrtp_1 37, sky130_fd_sc_hd__clkbuf_8 7, sky130_fd_sc_hd__a21oi_1 5, sky130_fd_sc_hd__nor2_1 7
sky130_fd_sc_hd__or3_1 6, sky130_fd_sc_hd__nor2b_1 4, sky130_fd_sc_hd__nor3_1 5, sky130_fd_sc_hd__mux2_2 16, sky130_fd_sc_hd__inv_1 9, sky130_fd_sc_hd__ha_4 5, sky130_fd_sc_hd__nand3_1 4, sky130_fd_sc_hd__ha_1 9
sky130_fd_sc_hd__clkdlybuf4s50_1 25
-- repair_timing --
action                                  in CTS  in global routing
buffers inserted                             5                  5
endpoints found under the hold margin        0                  0
hold buffers                                 0                  0
resized                                     24                 12
pin swaps                                    4                  6
endpoints found under the setup margin       8                  8
-- worst paths after layout --
kind                            from          to  slack, ps  depth (start not counted)
max                        rx_cnt[0]   rx_reg[0]      -1470                         10
min                            rx_d1       rx_d2        360                          0
max reg2reg                rx_cnt[0]   rx_reg[0]      -1470                         10
min reg2reg                    rx_d1       rx_d2        360                          0
max in group clk1          tx_cnt[1]      tx_out        390                          6
max in group asynchronous      reset      tx_out       1120                          3
min in group clk1          tx_reg[6]   tx_reg[6]        510                          1
min in group asynchronous      reset  rx_data[5]        580                          3
-- cell usage after synthesis (all sizes together), types with 4 or more instances --
library cell	n	area, µm²
nand3	4	20.0
clkbuf	10	57.6
inv	12	45.0
or3	9	56.3
nor3b	5	37.5
mux2	22	248
nor4	4	25.0
ha	15	188
nor3	7	35.0
o31ai	4	30.0
or4	4	30.0
dfstp	5	131
dfrtp	37	926
nor2b	4	25.0
a21oi	6	30.0
nor2	8	30.0
nand2	18	83.8
o21ai	14	70.1
-- stage by stage --
| stage | hold WS, ps | setup WS (ps) | total power (µW) | utilization [%] |
|---|---|---|---|---|
| detailed placement | 347 | -1460 | 1900 | 61.7 |
| finish | 359 | -1470 | 2860 | 69.6 |
| floorplan | 345 | -1650 | 1630 | - |
| global route | 367 | -1560 | 3040 | 69.6 |
| CTS | 361 | -1460 | 2750 | 67.5 |
| global placement | 348 | -1400 | 1850 | 61.7 |
-- kinds of logic (layout without fill, tap and decap cells) --
logic type / count (synthesis) / after routing / synth area share, %
multiplexers: 25 / 25 / 12.4
adder cells (fa/ha/maj): 15 / 15 / 7.69
XOR/XNOR: 4 / 4 / 1.44
buffers and inverters: 25 / 78 / 5.44
AND-OR/OR-AND: 42 / 42 / 11.5
flip-flops: 42 / 42 / 43.3
AND/OR/NAND/NOR: 76 / 76 / 18.2
Power is estimated from default activity; no workload was simulated.
